## flow/run.sh

```bash
#!/bin/bash
# OpenROAD 26Q1-2900-gdf79404cd8, Yosys 0.63+post, stock flow scripts
make -C /OpenROAD-flow-scripts/flow DESIGN_CONFIG=/design/flow/config.mk WORK_HOME=/design/flow/orfs finish
```

## flow/config.mk

```make
export PLATFORM = sky130hd
export DESIGN_NAME = npc
export DESIGN_NICKNAME = npc
export VERILOG_FILES = /design/flow/design.v
export SDC_FILE = /design/flow/constraint.sdc
export NUM_CORES = 4
export LEC_CHECK = 1
export CORE_AREA = 10 10 77 77
export DIE_AREA = 0 0 87 87
```

## flow/constraint.sdc

```tcl
current_design npc

set clk_period 7.8
set clk_io_pct 0.2

create_clock -name clk0 -period $clk_period

set non_clock_inputs [all_inputs -no_clocks]
set_input_delay [expr $clk_period * $clk_io_pct] -clock clk0 $non_clock_inputs
set_output_delay [expr $clk_period * $clk_io_pct] -clock clk0 [all_outputs]
```

## flow/design.v

```verilog
`timescale 1ns / 1ps
module npc(
	input [31:0]pc,
	output wire [31:0]npc
);
assign npc=pc+1;
endmodule
```

==> metrics.yaml <==
status: "completed"
warnings: 32
ioPinCount: 64
post-route-period-util_pct: 69.0
insertedDiodeCount: 0
yosysCellCount: 96
grt_use_met3_pct: 3.02
finalCriticalPeriod_ns: 5.38
hpwl_mm: 2.49
top_area_cell: "xor2_1"
critPathMaxStageDelay_ns: 0.54
wire_per_inst_um: 13.6
finalSetupViolations: 0
die_x_um: 87
grt.busiest_layer: "met1"
portBuffers: 64
p_leak_uw: 0.000476
finalWirelength_mm: 2.84
tns_ns: 0
ys_warn_count: 0
yosys.stat.seqShare_pct: 0
final_max_slew_viol_count: 0
grt_max_degree: 12
power.density_nw_per_um2: 38.3
fill_cells: 458
grt_first_pass_wirelength_mm: 4.58
critPathBufInv: 2
vdd_drop_max_mv: 0.0144
syn-cell-area_um2: 684
final_util_pct: 31.4
num_rows: 24
areaGrowthSynthToFinish_pct: 99.8
syn_area_per_cell_um2: 7.13
grtUsageMet2_pct: 10.4
crit_slowest_cell: "clkdlybuf4s50_1"
via_per_inst: 4.17
start_kind: "input port"
synthCells: 96
crit_type: "input port to output port"
worst_path_most_repeated_cell: "clkdlybuf4s50_1"
post_cts_buffers: 0
fin_ws_ns: 2.42
required_ns: 6.24
synth.area.top_cells: "xor2_1 24%, xnor2_1 14%, nand3_1 7.3%, nor4_2 7.3%, and4_1 6.4%"
chipArea_um2: 7570
dr.first_iter.drc_count: 44
grt_use_total_pct: 7.29
use_met1_pct: 10.5
drive_above_1_share_pct: 5.13
worst_slew_pin_slew_ns: 0.498
final_area_um2: 1370
cp_cell_sequence: "clkdlybuf4s50_1 -> ha_1 -> and3_1 -> nand3_2 -> nor4_1 -> xor2_1 -> clkdlybuf4s50_1"
cts_resized: 0
seq_cells: 0
dp_worst_setup_slack_ns: 2.39
grt_pass1_vias: 900
clock.fmax_ghz: 0.186
synth_cell_type_count: 20
clockBufferCount: 0
antenna_found_initial: 0
cp_max_fo: 8
endpoint_kind: "output port"
grt_overflow_total: 0
crit_arrival_ns: 3.82
core-area_um2: 4350
drcViolationCount: 0
worstHoldPathType: "input port to output port"
hold_viol: 0
crit_family: "buffers and inverters"
layout.area.seq_um2: 0
ys_chip_area_um2: 684
slew_headroom_pct: 66.7
gp_congestion: 0.768
fp_util_pct: 15.7
top_area_share_pct: 24.3
firstDrtPassIters: 3
grt_setup_unrepaired: "no"
hold_buffers: 0
drv_cap: 0
vias: 867
ant_nets: 0
die_h_um: 87
placed_area_um2: 1370
-- path summary, 6_finish.rpt --
path | from | end | slack [ns] | depth (start not counted)
worst max-delay path | pc[0] | npc[28] | 2.42 | 7
worst min-delay path | pc[31] | npc[31] | 4.07 | 3
-- per-stage QoR --
stage	power [µW]	instances	hold WS (ns)
4_1_cts	53.5	208	4.08
3_5_place_dp	53.1	208	4.08
3_3_place_gp	53.3	208	4.08
5_1_grt	57.6	208	4.10
2_1_floorplan	10.5	96	3.13
6_report	52.3	208	4.07
-- cell usage in the layout (no fill, tap or decap) --
cell type	Yosys	layout
and3_1	5	5
and4_1	5	5
clkdlybuf4s50_1	0	64
ha_1	1	1
inv_1	4	4
nand2_1	9	9
nand2_2	1	1
nand3_1	10	10
nand3_2	1	1
nand3_4	2	2
nand4_1	4	4
nor2_1	4	4
nor2b_1	1	1
nor3_1	4	4
nor3b_1	1	1
nor4_1	6	6
nor4_2	4	4
xnor2_1	11	11
xor2_1	19	19
-- final cells by class --
cell class,count,area [µm²],share of cell area (%)
inverter,4,15.0,1.10
tap,52,65.1,4.76
timing repair buffer,64,641,46.8
multi-input combinational,88,647,47.3
-- synthesized netlist by cell type (all sizes together) --
cell,n
nand3,13
ha,1
xnor2,11
and3,5
nor2,4
nor3b,1
nand4,4
xor2,19
buf,4
nor2b,1
nor4,10
inv,4
and4,5
nand2,10
nor3,4
-- cell families after synthesis --
| group | Yosys count | synth area share (%) |
|---|---|---|
| adders and majority gates | 1 | 1.83 |
| xor gates and xnor gates | 30 | 38.4 |
| buffers and inverters | 8 | 5.48 |
| and+or+nand+nor | 57 | 54.3 |
-- worst min-delay path, stage by stage --
cell             delay [ns]
clkdlybuf4s50_1        0.47
xor2_1                 0.06
clkdlybuf4s50_1        0.42
-- per-layer routing --
layer  wire length (µm)  share of wire (%)
met1               1290                 45
met4                  0                  0
met5                  0                  0
met2               1230                 43
met3                323                 11
-- report_power, final --
group	internal (µW)	switching (µW)	total, µW
clock	0	0	0
combinational	35.8	16.5	52.3
sequential	0	0	0
Power and IR drop assume default switching activity.
